===== design.v =====
module lab3_top(SW,KEY,HEX0,HEX1,HEX2,HEX3,HEX4,HEX5);
  input [9:0] SW;
  input [3:0] KEY;
  output reg [6:0] HEX0, HEX1, HEX2, HEX3, HEX4, HEX5;
  wire clk = ~KEY[0];   
  wire rst_n = ~KEY[3];  
  reg incorrectCombo;  
  reg comboEnd;  
  reg [5:0] state;  
  always @(posedge clk) begin
    if(rst_n == 1'b1) 
      begin
        state <= 6'b000_001;
        comboEnd <= 1'b0;
        incorrectCombo <= 1'b0;
      end 
    else begin
      case(state)
        6'b000_001:
          begin
            if(SW[3:0] != 4'b0110)
              incorrectCombo <= 1'b1;
            state <= state << 1;
          end
        6'b000_010:
          begin
            if(SW[3:0] != 4'b0000)
              incorrectCombo <= 1'b1;
            state <= state << 1;
          end
        6'b000_100:
          begin
            if(SW[3:0] != 4'b0011)
              incorrectCombo <= 1'b1;
            state <= state << 1;
          end
        6'b001_000:
          begin
            if(SW[3:0] != 4'b0110)
              incorrectCombo <= 1'b1;
            state <= state << 1;
          end  
        6'b010_000:
          begin
            if(SW[3:0] != 4'b0001)
              incorrectCombo <= 1'b1;
            state <= state << 1;
          end  
        6'b100_000:
          begin
            if(SW[3:0] != 4'b0011)
              incorrectCombo <= 1'b1;
            comboEnd <= 1'b1;
          end  
        default: 
          state <= 6'bxxxxxx;
      endcase
    end
  end 
 always @* begin
    if(incorrectCombo == 1'b0 && comboEnd == 1'b1) begin
      HEX0 = 7'b0101011;  
      HEX1 = 7'b0000110;  
      HEX2 = 7'b0001100;  
      HEX3 = 7'b1000000;  
      HEX4 = 7'b1111111;  
      HEX5 = 7'b1111111;  
    end
    else if(incorrectCombo == 1'b1 && comboEnd == 1'b1) begin
      HEX0 = 7'b1000000;  
      HEX1 = 7'b0000110;  
      HEX2 = 7'b0010010;  
      HEX3 = 7'b1000000;  
      HEX4 = 7'b1000111;  
      HEX5 = 7'b1000110;  
    end
    else begin
      case(SW[3:0])
        4'b0000: begin 
          HEX0 = 7'b1000000;  
          HEX1 = 7'b1111111;  
          HEX2 = 7'b1111111;  
          HEX3 = 7'b1111111;  
          HEX4 = 7'b1111111;  
          HEX5 = 7'b1111111;  
        end
        4'b0001: begin 
          HEX0 = 7'b1111001;  
          HEX1 = 7'b1111111;  
          HEX2 = 7'b1111111;  
          HEX3 = 7'b1111111;  
          HEX4 = 7'b1111111;  
          HEX5 = 7'b1111111;  
        end
        4'b0010: begin 
          HEX0 = 7'b0100100;  
          HEX1 = 7'b1111111;  
          HEX2 = 7'b1111111;  
          HEX3 = 7'b1111111;  
          HEX4 = 7'b1111111;  
          HEX5 = 7'b1111111;  
        end
        4'b0011: begin 
          HEX0 = 7'b0110000;  
          HEX1 = 7'b1111111;  
          HEX2 = 7'b1111111;  
          HEX3 = 7'b1111111;  
          HEX4 = 7'b1111111;  
          HEX5 = 7'b1111111;  
        end
        4'b0100: begin 
          HEX0 = 7'b0011001;  
          HEX1 = 7'b1111111;  
          HEX2 = 7'b1111111;  
          HEX3 = 7'b1111111;  
          HEX4 = 7'b1111111;  
          HEX5 = 7'b1111111;  
        end
        4'b0101: begin 
          HEX0 = 7'b0010010;  
          HEX1 = 7'b1111111;  
          HEX2 = 7'b1111111;  
          HEX3 = 7'b1111111;  
          HEX4 = 7'b1111111;  
          HEX5 = 7'b1111111;  
        end
        4'b0110: begin 
          HEX0 = 7'b0000010;  
          HEX1 = 7'b1111111;  
          HEX2 = 7'b1111111;  
          HEX3 = 7'b1111111;  
          HEX4 = 7'b1111111;  
          HEX5 = 7'b1111111;  
        end
        4'b0111: begin 
          HEX0 = 7'b1111000;  
          HEX1 = 7'b1111111;  
          HEX2 = 7'b1111111;  
          HEX3 = 7'b1111111;  
          HEX4 = 7'b1111111;  
          HEX5 = 7'b1111111;  
        end
        4'b1000: begin 
          HEX0 = 7'b0000000;  
          HEX1 = 7'b1111111;  
          HEX2 = 7'b1111111;  
          HEX3 = 7'b1111111;  
          HEX4 = 7'b1111111;  
          HEX5 = 7'b1111111;  
          end
        4'b1001: begin
          HEX0 = 7'b0011000;  
          HEX1 = 7'b1111111;  
          HEX2 = 7'b1111111;  
          HEX3 = 7'b1111111;  
          HEX4 = 7'b1111111;  
          HEX5 = 7'b1111111;  
          end
        4'b1010: begin 
          HEX0 = 7'b0001000;  
          HEX1 = 7'b1000000;  
          HEX2 = 7'b0001000;  
          HEX3 = 7'b0001000;  
          HEX4 = 7'b0000110;  
          HEX5 = 7'b1111111;  
          end
        4'b1011: begin 
          HEX0 = 7'b0001000;  
          HEX1 = 7'b1000000;  
          HEX2 = 7'b0001000;  
          HEX3 = 7'b0001000;  
          HEX4 = 7'b0000110;  
          HEX5 = 7'b1111111;  
          end
        4'b1100: begin 
          HEX0 = 7'b0001000;  
          HEX1 = 7'b1000000;  
          HEX2 = 7'b0001000;  
          HEX3 = 7'b0001000;  
          HEX4 = 7'b0000110;  
          HEX5 = 7'b1111111;  
          end
        4'b1101: begin 
          HEX0 = 7'b0001000;  
          HEX1 = 7'b1000000;  
          HEX2 = 7'b0001000;  
          HEX3 = 7'b0001000;  
          HEX4 = 7'b0000110;  
          HEX5 = 7'b1111111;  
          end
        4'b1110: begin 
          HEX0 = 7'b0001000;  
          HEX1 = 7'b1000000;  
          HEX2 = 7'b0001000;  
          HEX3 = 7'b0001000;  
          HEX4 = 7'b0000110;  
          HEX5 = 7'b1111111;  
          end
        4'b1111: begin
          HEX0 = 7'b0001000;  
          HEX1 = 7'b1000000;  
          HEX2 = 7'b0001000;  
          HEX3 = 7'b0001000;  
          HEX4 = 7'b0000110;  
          HEX5 = 7'b1111111;  
          end
        default: begin
          HEX0 = 7'bXXXXXXX;      
          HEX1 = 7'bXXXXXXX;
          HEX2 = 7'bXXXXXXX;
          HEX3 = 7'bXXXXXXX;
          HEX4 = 7'bXXXXXXX;
          HEX5 = 7'bXXXXXXX;
          end
      endcase
    end
  end
endmodule

===== run.sh =====
#!/bin/bash
# OpenROAD 26Q1-2900-gdf79404cd8, Yosys 0.63+post, stock flow scripts
make -C /OpenROAD-flow-scripts/flow DESIGN_CONFIG=/design/flow/config.mk WORK_HOME=/design/flow/orfs finish

===== config.mk =====
export PLATFORM = sky130hd
export DESIGN_NAME = lab3_top
export DESIGN_NICKNAME = lab3_top
export VERILOG_FILES = /design/flow/design.v
export SDC_FILE = /design/flow/constraint.sdc
export NUM_CORES = 4
export LEC_CHECK = 1
export CORE_AREA = 10 10 82 82
export DIE_AREA = 0 0 92 92

===== constraint.sdc =====
current_design lab3_top

set clk_period 2.8
set clk_io_pct 0.2

create_clock -name clk0 -period $clk_period [get_ports {KEY}]

set non_clock_inputs [all_inputs -no_clocks]
set_input_delay [expr $clk_period * $clk_io_pct] -clock clk0 $non_clock_inputs
set_output_delay [expr $clk_period * $clk_io_pct] -clock clk0 [all_outputs]

==> flow_summary.toml <==
# implementation run metrics
[floorplanning]
die_h_um = 92
chipArea_sq_um = 8464
core-area_sq_um = 5075
rows = 26
die-width_um = 92
fp_util_pct = 17.73
ios = 56

[status]
violations = "setup timing"
outcome = "complete, but fails checks"

[synth]
ys_top_cells_by_count = "buf_4, dfxtp_1, inv_1, nand2_1, nor2_1"
yosys.area.top_type = "buf_4"
syn-instance-count = 118
synth_warnings = 1
yosysTopAreaCellShare_pct = 25.87
syn_avg_cell_area_sq_um = 7.624
yosys-top-cells-area = "buf_4, dfxtp_1, ha_1"
synth_flops = 8
edf_count = 0
synth_cell_types = 36
synthArstFlopShare_pct = 0
ff_type = "dfxtp_1"
netlist_area_sq_um = 899.6
synth.most_common_cell = "buf_4"
yosysChipArea_sq_um = 899.6
ys_cells = 118
ys_seq_share_pct = 17.80

[global_routing]
grt_usage_pct = 7.037
met3_usage_pct = 4.448
grt_pass1_vias = 1194
grt_pass1_wl_um = 5085
top_usage_layer = "met2"
grt_use_met2_pct = 9.882
grt_max_degree = 12
antenna_found_initial = 0
met1_usage_pct = 7.711
grt_overflow = 0

[placed_design]
hpwl_um = 2097
dpl_cell_area_sq_um = 1266
port_buffers = 41
gp_congestion = 0.9121

[cells_and_area]
drive_gt1_share_pct = 62.70
fin_area_sq_um = 1829
fill_cells = 502
final_core_util_pct = 36.05
syn_to_final_growth_pct = 103.3

[drt]
wire_per_inst_um = 12.20
vias_per_cell = 4.078
antenna_left = 0
first_pass_iters = 4
antenna_cells = 0
first_iter_violations = 29
drc = 0
wl_um = 3110
vias = 1040

[setup_path]
path_class = "flip-flop to output port"
crit_fanout = 5
start_kind = "flip-flop"
arrival_ns = 2.70
worstSetupEndpointType = "output port"
critical_path_required_ns = 2.24

[sta]
hold_viol_final = 0
setup_viol = 39
layout_setup_ws_ns = -0.4631
whs_ns = 0.08191
slew_viol_final = 0
skew_ns = 0.007523
rsz0062_at_grt = "yes"
fin_setup_tns_ns = -14.08

[power_and_ir_drop]
pwr-share-clk_pct = 65.1
power_density_nw_per_um2 = 466.7
power_frac_comb_pct = 17.9
power.total_mw = 0.8537
switchingPower_mw = 0.2160
swShare_pct = 25.31
p_leak_nw = 0.8648
p_int_mw = 0.6377
power_frac_seq_pct = 17.0
irDropWorstVdd_v = 0.0002675

[run]
drv_cap = 0
warnings = 127

[cts]
cts.sinks = 8
clk_pin_slew_ns = 0.04
cts_tree = "built"
worstSkewPairLatency_ns = 0.28
hold_buffers = 0

[hold_path]
hp-class = "clock port to flip-flop"
## logic make-up after synthesis
kind of cell | count (synthesis) | share of synthesized area [%]
flip-flops | 8 | 17.80
XOR/XNOR | 1 | 0.9738
buffers and inverters | 43 | 32.68
adder cells (fa/ha/maj) | 6 | 8.345
AND/OR/NAND/NOR | 35 | 22.81
AND-OR/OR-AND | 24 | 16.97
other | 1 | 0.4168
## power groups by stage
| stage | registers [mW] | clock network, mW | logic (mW) |
|---|---|---|---|
| CTS | 0.144 | 0.626 | 0.135 |
| global route | 0.147 | 0.678 | 0.166 |
| finish | 0.145 | 0.556 | 0.153 |
## state kept, by name (all words and copies together) (netlist names)
| name | count |
|---|---|
| incorrectCombo | 1 |
| comboEnd | 1 |
| state | 6 |
## final cells by class
| cell class | instances | area (sq um) | share of cell area [%] |
|---|---|---|---|
| timing repair buffer | 76 | 721.9 | 39.47 |
| multi-input combinational | 71 | 594.3 | 32.49 |
| sequential | 8 | 161.4 | 8.824 |
| clock buffer | 10 | 137.6 | 7.524 |
| tap | 70 | 87.58 | 4.788 |
| clock inverter | 13 | 62.56 | 3.420 |
| inverter | 6 | 47.55 | 2.599 |
| timing repair inverter | 1 | 16.27 | 0.8892 |
## final timing paths
| kind | end | slack (ns) | startpoint | cells past startpoint |
|---|---|---|---|---|
| worst max-delay path | HEX3[4] | -0.46 | comboEnd | 6 |
| worst min-delay path | comboEnd | 0.08 | KEY[3] | 3 |
| worst max register to register | incorrectCombo | 1.10 | state[4] | 4 |
| worst min register to register | state[1] | 0.59 | state[0] | 1 |
## what timing repair did
item	4_1_cts	5_1_grt
endpoints found under the setup margin	42	42
pin swaps	16	6
cloned	1	0
gates resized	186	30
buffers inserted	22	3
## worst max-delay path, stage by stage (launching register included)
cell,delay (ns)
dfxtp_2,0.31
buf_6,0.12
a21o_4,0.22
buf_12,0.14
clkinv_8,0.04
buf_8,0.10
buf_6,0.08
## placed cells by master, fill, tap and decap left out, types with 3 or more instances in the layout
| master | count |
|---|---|
| a21oi_1 | 6 |
| and2_1 | 3 |
| buf_12 | 3 |
| buf_2 | 16 |
| buf_4 | 15 |
| buf_6 | 39 |
| clkbuf_8 | 10 |
| conb_1 | 5 |
| dfxtp_1 | 7 |
| ha_4 | 3 |
| inv_1 | 14 |
| nand2_1 | 4 |
| nand2_4 | 3 |
| nor2_1 | 7 |
| o21ai_2 | 5 |
## per-layer routing
layer  wire length, um  up-vias
met2              1458       61
li1                  -      497
met3               325        8
met4                92        0
met1              1234      474
met5                 0        -
## per-stage QoR
stage                     std cells  setup slack, ns
after detailed placement        210          -0.7245
after global placement          210          -0.7072
final                           255          -0.4631
after floorplan                 122         -0.03618
after global routing            255          -0.5382
after CTS                       253          -0.4870
No activity file was given, so power comes from the tool's default toggle rates.
